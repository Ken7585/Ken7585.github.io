===== /design/flow/constraint.sdc =====
current_design mux_branch

set clk_period 6.4
set clk_io_pct 0.2

create_clock -name clk0 -period $clk_period

set non_clock_inputs [all_inputs -no_clocks]
set_input_delay [expr $clk_period * $clk_io_pct] -clock clk0 $non_clock_inputs
set_output_delay [expr $clk_period * $clk_io_pct] -clock clk0 [all_outputs]

===== /design/flow/config.mk =====
export PLATFORM = sky130hd
export DESIGN_NAME = mux_branch
export DESIGN_NICKNAME = mux_branch
export VERILOG_FILES = /design/flow/design.v
export SDC_FILE = /design/flow/constraint.sdc
export NUM_CORES = 4
export LEC_CHECK = 1
export CORE_AREA = 10 10 137 137
export DIE_AREA = 0 0 147 147

===== /design/flow/design.v =====
module mux_branch(
    input  logic        Branch,
    input  logic        zero,
    input  logic        less,
    input  logic        less_unsigned,
    input  logic [2:0]  funct3,
    input  logic        Jump,            
    input  logic        Jalr,            
    input  logic        IsEcall,         
    input  logic        IsMret,          
    input  logic [31:0] pc,
    input  logic [31:0] branch_target,  
    input  logic [31:0] jalr_target,    
    input  logic [31:0] mtvec,          
    input  logic [31:0] mepc,           
    output logic [31:0] pc_next
);
    logic branch_taken;
    always_comb begin
        case (funct3)
            3'b000: branch_taken = zero;           
            3'b001: branch_taken = !zero;          
            3'b100: branch_taken = less;           
            3'b101: branch_taken = !less;          
            3'b110: branch_taken = less_unsigned;  
            3'b111: branch_taken = !less_unsigned; 
            default: branch_taken = 1'b0;
        endcase
    end
    always_comb begin
        if (IsEcall) begin
            pc_next = mtvec;
        end else if (IsMret) begin
            pc_next = mepc;
        end else if (Jump && Jalr) begin              
            pc_next = {jalr_target[31:1], 1'b0};
        end else if (Jump && !Jalr) begin    
            pc_next = branch_target;
        end else if (Branch && branch_taken) begin
            pc_next = branch_target;
        end else begin
            pc_next = pc + 4;
        end
    end
endmodule

===== /design/flow/run.sh =====
#!/bin/bash
# OpenROAD 26Q1-2900-gdf79404cd8, Yosys 0.63+post, stock flow scripts
make -C /OpenROAD-flow-scripts/flow DESIGN_CONFIG=/design/flow/config.mk WORK_HOME=/design/flow/orfs finish

==> results.cfg <==
; yosys + openroad results
[hold_path]
hold_path.class = primary input to output pin
hp-start = mtvec[28]
holdPathStages = 4
hold_end = pc_next[28]

[pwr]
p_per_area_nw_per_um2 = 66.9
fin_total_pwr_w = 0.000282
p_leak_nw = 1.41
ir_drop_v = 0.0000280

[timing]
rsz0062_at_grt = no
whs_ns = 3.49
finalSetupViolCount = 0
slew_viol_final = 0
worst_pin_slew_ns = 0.632
period_used_pct = 86.4
setup_tns_ns = 0
fmax_ghz = 0.181
fin_crit_ns = 5.53
slew_headroom_pct = 57.8
hold_viol = 0

[logic_synthesis]
netlist_area_um2 = 1990
synth.avg_cell_area_um2 = 6.32
synth_seq_share_pct = 0
synth_cell_types = 64
ys_chip_area_um2 = 1990
ys.warnings.count = 1
yosys-stat-cells = 315
synthCells = 315

[cts]
cts_resized = 0
cts.hold.buffers_added = 0
post-cts-setup-buffers = 0

[placed_design]
io_buffers = 202
gp_congestion = 0.879
dpl.cell_count = 716
hpwl_um = 12400
dpl_cell_area_um2 = 4220

[drt]
via_per_inst = 4.48
firstDrtPassIters = 4
drc = 0
drt_iter0_markers = 118
routedWlPerCell_um = 20.5
dr_total_vias = 3210
insertedDiodeCount = 0
finalWirelength_um = 14600
antenna_left = 0

[layout]
syn_to_final_growth_pct = 112
stdcell_area_um2 = 4220
num-clock-buffers = 0
drive_gt1_share_pct = 5.00
regArea_um2 = 0
seq_cell_count = 0
final_cells = 716

[floorplanning]
die_h_um = 147
initial_utilization_pct = 12.6
placementRows = 46
chip_area_um2 = 21600
die_x_um = 147
coreArea_um2 = 15800
io_pins = 203

[grt]
grt_pass1_wl_um = 21500
grt_max_degree = 50
grt_pass1_vias = 3214
antenna_found_initial = 0
grt-ovfl-total = 0
grtUsageTotal_pct = 12.8

[worst_setup_path]
worst_setup_path_end_kind = output pin
worstPathRequired_ns = 5.12
path_class = primary input to output pin
worst_path_largest_cell_delay_ns = 0.55
cpMaxStageDelayCell = nor3_1
start_kind = primary input
path_cells = clkdlybuf4s50_1, mux2i_1, mux2i_1, nand2_1, nor3_1, o221ai_1, clkdlybuf4s50_1
cpLargestDelayFamily = simple AND/OR/NAND/NOR gates
crit_buf_inv = 2
cp.arrival_ns = 4.25
crit_fanout = 13

[job]
drv_cap = 0
warning_count = 33

[outcome]
outcome = finished clean
[cells in the mapped netlist, drive strengths merged (2+ instances only)]
| library cell | n | area share, % |
|---|---|---|
| o211ai | 2 | 0.75 |
| a2bb2oi | 2 | 0.88 |
| clkbuf | 15 | 3.1 |
| o31a | 7 | 3.3 |
| o41ai | 2 | 0.88 |
| a32o | 2 | 1.0 |
| and4 | 3 | 1.3 |
| o21ai | 27 | 7.0 |
| nand2 | 41 | 7.9 |
| o311ai | 2 | 0.88 |
| nor2 | 18 | 3.4 |
| o31ai | 4 | 1.5 |
| o21bai | 2 | 0.75 |
| buf | 10 | 3.4 |
| a41oi | 2 | 0.88 |
| a31oi | 9 | 2.8 |
| o221ai | 9 | 4.0 |
| and3 | 10 | 3.3 |
| a21o | 2 | 0.75 |
| or3 | 5 | 1.6 |
| a32oi | 2 | 0.88 |
| or4 | 4 | 1.5 |
| o22ai | 14 | 4.4 |
| and2 | 8 | 2.6 |
| a221oi | 8 | 3.5 |
| inv | 3 | 0.57 |
| mux2i | 6 | 3.0 |
| xnor2 | 12 | 5.3 |
| a221o | 2 | 1.0 |
| nand4 | 13 | 4.8 |
| a22oi | 9 | 3.4 |
| nor3 | 9 | 2.5 |
| and3b | 2 | 0.88 |
| clkinv | 2 | 0.38 |
| nand3 | 16 | 4.0 |
| xor2 | 4 | 1.8 |
| a21oi | 2 | 0.50 |
| o21a | 4 | 1.5 |
| a21boi | 2 | 0.75 |
| nor4 | 8 | 2.5 |
[cells in the final DEF, fill, tap and decap left out, drive strengths merged, types with 3 or more instances in the layout]
cell type | netlist | routed
mux2i | 6 | 6
nor4 | 8 | 8
a22oi | 9 | 9
o31ai | 4 | 4
xor2 | 4 | 4
and4 | 3 | 3
inv | 3 | 3
o221ai | 9 | 9
a221oi | 8 | 8
clkdlybuf4s50 | 0 | 201
nor3 | 9 | 9
buf | 10 | 10
and2 | 8 | 8
nand4 | 13 | 13
o22ai | 14 | 14
xnor2 | 12 | 12
o21ai | 27 | 27
o21a | 4 | 4
nor2 | 18 | 18
a31oi | 9 | 9
or4 | 4 | 4
or3 | 5 | 5
nand3 | 16 | 16
and3 | 10 | 10
o31a | 7 | 7
nand2 | 41 | 41
[through the flow]
stage	setup slack, ns	util [%]
finish	0.868	26.7
global route	0.673	26.7
CTS	0.861	26.7
detailed placement	0.857	26.7
global placement	0.877	26.7
floorplan	2.51	-
[layer usage]
layer | part of all wire [%] | vias to the layer above | GRT usage [%]
li1 | - | 1633 | -
met1 | 45 | 1472 | 17.3
met2 | 50 | 103 | 22.2
met3 | 5.4 | 2 | 2.15
met4 | 0.25 | 0 | 0.248
met5 | 0 | - | 0
[area by class of cell]
cell class / count / area, um^2
fillers: 1728 / 11600
repair buffers: 211 / 2080
multi-input cells: 284 / 1850
well taps: 216 / 270
inverters: 5 / 18.8
[worst max-delay path by stage]
stage     slack (ns)           to  cells past startpoint       from
6_report        0.87  pc_next[26]                      7  funct3[2]
5_1_grt         0.67   pc_next[0]                      8  funct3[2]
4_1_cts         0.86  pc_next[31]                      7  funct3[2]
[cells by family after synthesis]
logic type,share of synthesized area (%)
compound gates,42.7
xor+xnor,7.03
fa+ha+maj,0.628
buf+inv,7.85
mux,3.58
simple gates,38.2
[report_power, final]
group,switching [W],internal [W],total (W)
sequential,0,0,0
combinational,0.000109,0.000173,0.000282
clock,0,0,0
total,0.000109,0.000173,0.000282
[tightest hold or removal path, delay by kind of cell]
kind            cells  cell delay [ns]
buf+inv             2             0.81
simple gates        1             0.07
compound gates      1             0.05
