**flow/run.sh**
```bash
#!/bin/bash
# OpenROAD 26Q1-2900-gdf79404cd8, Yosys 0.63+post, stock flow scripts
make -C /OpenROAD-flow-scripts/flow DESIGN_CONFIG=/design/flow/config.mk WORK_HOME=/design/flow/orfs finish
```
**flow/config.mk**
```make
export PLATFORM = sky130hd
export DESIGN_NAME = csr_file
export DESIGN_NICKNAME = csr_file
export VERILOG_FILES = /design/flow/design.v
export SDC_FILE = /design/flow/constraint.sdc
export NUM_CORES = 4
export LEC_CHECK = 1
export CORE_UTILIZATION = 30
```
**flow/constraint.sdc**
```tcl
current_design csr_file

set clk_period 9.6
set clk_io_pct 0.2

create_clock -name clk0 -period $clk_period [get_ports {clk}]

set non_clock_inputs [all_inputs -no_clocks]
set_input_delay [expr $clk_period * $clk_io_pct] -clock clk0 $non_clock_inputs
set_output_delay [expr $clk_period * $clk_io_pct] -clock clk0 [all_outputs]
```
**flow/design.v**
```verilog
module csr_file(
    input  logic        clk,
    input  logic        rst,
    input  logic [11:0] csr_addr,
    input  logic [31:0] csr_wdata,
    input  logic        csr_write,
    input  logic [31:0] pc,
    input  logic        is_ecall,
    input  logic        is_mret,
    output logic [31:0] csr_rdata,
    output logic [31:0] mtvec_out,
    output logic [31:0] mepc_out
);
    localparam MSTATUS_ADDR   = 12'h300;
    localparam MTVEC_ADDR     = 12'h305;
    localparam MEPC_ADDR      = 12'h341;
    localparam MCAUSE_ADDR    = 12'h342;
    localparam MCYCLE_ADDR    = 12'hB00;
    localparam MCYCLEH_ADDR   = 12'hB80;
    localparam MVENDORID_ADDR = 12'hF11;
    localparam MARCHID_ADDR   = 12'hF12;
    logic [63:0] mcycle;
    logic [31:0] mstatus;
    logic [31:0] mtvec;
    logic [31:0] mepc;
    logic [31:0] mcause;
    assign mtvec_out = mtvec;
    assign mepc_out  = mepc;
    always_comb begin
        case (csr_addr)
            MSTATUS_ADDR:   csr_rdata = mstatus;
            MTVEC_ADDR:     csr_rdata = mtvec;
            MEPC_ADDR:      csr_rdata = mepc;
            MCAUSE_ADDR:    csr_rdata = mcause;
            MCYCLE_ADDR:    csr_rdata = mcycle[31:0];
            MCYCLEH_ADDR:   csr_rdata = mcycle[63:32];
            MVENDORID_ADDR: csr_rdata = 32'h79737978;  
            MARCHID_ADDR:   csr_rdata = 32'h26964ECE;  
            default:        csr_rdata = 32'b0;
        endcase
    end
    always_ff @(posedge clk or posedge rst) begin
        if (rst) begin
            mcycle  <= 64'b0;
            mstatus <= 32'h1800;  
            mtvec   <= 32'b0;
            mepc    <= 32'b0;
            mcause  <= 32'b0;
        end else begin
            mcycle <= mcycle + 1;
            if (is_ecall) begin
                mepc   <= pc;
                mcause <= 32'd11;  
            end else if (csr_write) begin
                case (csr_addr)
                    MSTATUS_ADDR: mstatus <= csr_wdata;
                    MTVEC_ADDR:   mtvec   <= csr_wdata;
                    MEPC_ADDR:    mepc    <= csr_wdata;
                    MCAUSE_ADDR:  mcause  <= csr_wdata;
                    MCYCLE_ADDR:  mcycle[31:0]  <= csr_wdata;
                    MCYCLEH_ADDR: mcycle[63:32] <= csr_wdata;
                endcase
            end
        end
    end
endmodule
```
==> summary.txt <==
outcome - complete, no violations
largest net degree at the start of global routing - 69
crit path DAT - 4.82 ns
slew margin rel. - 0.403
Distinct lib cells used - 49
worst hold stages - 1
Late-Pin Clk Latency - 0.44 ns
synthesis-stage register bit count - 192
Setup Viol. Count Final - 0
max cap viols - 0
post-route design area - 12,900 um2
Port Buffers - 175
total wire length - 33,200 um
Min-Delay Startpoint - mstatus[14]
GRT Util Overall - 0.205
Yosys warning total - 1
first-pass GRT wire length - 51,900 um
synth top area cells - dfrtp_1, mux2i_1, mux2_2
clock tree root driver cell - clkbuf_16
cells along the critical path - clkdlybuf4s50_1 -> or3_1 -> or3_1 -> nor4_4 -> buf_4 -> a221oi_1 -> nand3_1 -> clkdlybuf4s50_1
Critical Path Fanout Max - 32
Max Root-Sink Buffers - 2
Yosys Instances - 1,002
RSZ-0062 raised after global routing - no
Vias/cell - 5.51
post-synth top area cell - dfrtp_1
Setup TNS - 0 ns
cell with the most instances after synthesis - dfrtp_1
crit path DRT - 7.68 ns
Netlist Area Pre-Place - 10,000 um2
Lkg Pwr - 5.26 nW
CP Launch Type - primary input
flop2flop setup slack - 6.46 ns
die height - 185 um
clock-pin slew on the worst setup and hold paths - 0.08 ns
WHS Endpoint - mstatus[14]
drt wl/cell - 20.7 um
crit path capture type - primary output
Peak Freq - 0.148 GHz
Max-area cell share - 0.473
Reg2Reg Capture Point - mcycle[58]
Cells after DPL - 1,578
vias in the first global route - 8,727
FP Core Util - 0.307
maximum vdd drop - 0.114 mV
CTS tree - yes
top cells by count - dfrtp_1, nand2_1, nor2_1, nand3_1, clkbuf_1
row count - 66
Post-synth EDFFs - 0
I/O pins - 177
CTS Hold Bufs - 0
post-layout util - 0.395
Period Utilization, post-route - 0.702
layout cell share with drive strength beyond 1 - 0.0950
fill cell count - 3,241
clk sinks - 192
Final Max Tran Viols - 0
Crit Path Class - in2out
worst-margin pin slew - 0.889 ns
min-delay worst type - reg2reg
Post-Synthesis Cells - 1,002
Fin. Hold Viols - 0
P&R area growth vs syn - 28.6%
initial antenna violation count - 0
Die W - 185 um
H-Tree Depth - 4
core area - 32,700 um2
gpl congestion - 0.877
DRT antenna net count - 0
Avg Inst Size Synth - 10.0 um2
Final Critical Period - 6.74 ns
synthesis area per yosys - 10,000 um2
Cell Area, Placed - 12,300 um2
CP max-delay cell - or3_1
diode count - 0
Async SR Flop Fraction - 1.00
die area - 34,200 um2
cell area power density - 136 nW/um2
total grt overflow - 0
sequential area share after synthesis - 0.479
# resized after CTS - 0
Layout Cells excl Fill - 1,610
first-iteration detailed-routing DRC count - 727
tool warnings - 26
HPWL Detailed - 23,000 um
clock skew - 0.0185 ns
CP peak stage delay - 0.49 ns
R2R Path Start - mcycle[0]
Post-CTS Setup Inserts - 0
drt first pass iters - 8
TritonCTS Buffers - 17
reg2reg path depth - 7
Remaining DRCs - 0
Vias - 8,868
most used flip-flop cell - dfrtp_1
[critical path, delay by kind of cell]
family,cells,cell delay (ns)
AOI/OAI and AO/OA,1,0.20
buffers and inverters,3,1.34
and+or+nand+nor,4,1.34
[placed cells by master (no fill, tap or decap), types with 29 or more instances in the layout]
master           instances
nand4_1                 35
mux2_2                  34
o21ai_0                 42
nor2_1                  76
clkdlybuf4s50_1        174
a22o_1                  29
nand2_1                 98
dfrtp_1                190
mux2_1                  31
mux2i_1                 39
a21oi_1                 37
nand3_1                 63
[cell type report]
class                   count  area (um2)  share of cell area
repair buffers            200        1930               0.150
clock buffers              17         425              0.0329
flip-flops and latches    192        4810               0.372
clock inverters            15         188              0.0145
inverters                   7        33.8             0.00261
multi-input cells         737        4980               0.385
well taps                 442         553              0.0428
[per-layer routing]
metal,global-route usage,vias up,wire [um]
met5,0,-,0
met4,0.0202,0,337
met3,0.0445,22,2350
met2,0.322,336,15700
met1,0.307,4395,14900
li1,-,4115,-
[logic make-up (layout without fill, tap and decap cells)]
| group | Yosys count | in the layout | share of synthesized area |
|---|---|---|---|
| AND/OR/NAND/NOR | 382 | 382 | 0.197 |
| buffers and inverters | 73 | 239 | 0.0303 |
| adder cells (fa/ha/maj) | 1 | 1 | 0.00125 |
| multiplexers | 104 | 104 | 0.112 |
| flip-flops | 192 | 192 | 0.479 |
| XOR/XNOR | 34 | 34 | 0.0296 |
| AND-OR/OR-AND | 216 | 216 | 0.152 |
[worst max path at each step]
stage           start            end  slack, ns  depth (start not counted)
5_1_grt   csr_addr[4]  csr_rdata[21]       2.70                          8
4_1_cts   csr_addr[4]  csr_rdata[20]       2.86                          8
6_report  csr_addr[4]  csr_rdata[21]       2.86                          8
[state kept, by name, indices dropped and copies added (netlist names)]
signal / count
mcause: 32
mcycle: 64
mepc: 32
mstatus: 32
mtvec: 32
[power by group]
part / internal, mW / switching, mW / total [mW]
Sequential: 0.833 / 0.0347 / 0.868
Clock: 0.378 / 0.366 / 0.744
Combinational: 0.0743 / 0.0673 / 0.142
[stage by stage]
step | hold WS (ns) | worst slack (ns) | total power [mW]
final | 0.493 | 2.86 | 1.75
after global routing | 0.504 | 2.70 | 1.82
after CTS | 0.498 | 2.86 | 1.77
after detailed placement | 0.481 | 2.87 | 1.03
after global placement | 0.473 | 2.88 | 1.02
after floorplan | 0.464 | 2.46 | 0.929
No activity file was given, so power comes from the tool's default toggle rates.
