File: flow/design.v
module alu(
    input  logic [3:0]  alu_ctrl,
    input  logic [31:0] data1,
    input  logic [31:0] data2,
    output logic [31:0] ALU_out,
    output logic        zero,
    output logic        less,
    output logic        less_unsigned
);
    logic [4:0] shift_amount;
    assign shift_amount = data2[4:0];  
    assign less = ($signed(data1) < $signed(data2));
    assign less_unsigned = (data1 < data2);
    always_comb begin
        unique case (alu_ctrl)
            4'b0010: ALU_out = data1 + data2;  
            4'b0110: ALU_out = data1 - data2;  
            4'b0000: ALU_out = data1 & data2;  
            4'b0111: ALU_out = data1 | data2;  
            4'b0100: ALU_out = data1 ^ data2;  
            4'b1010: ALU_out = ($signed(data1) < $signed(data2)) ? 32'd1 : 32'd0;  
            4'b0011: ALU_out = (data1 < data2) ? 32'd1 : 32'd0;  
            4'b0001: ALU_out = data1 << shift_amount;  
            4'b0101: ALU_out = data1 >> shift_amount;  
            4'b1101: ALU_out = $signed(data1) >>> shift_amount;  
            4'b1000: ALU_out = data2;  
            default: ALU_out = 32'hdeadbeef;
        endcase
    end
    assign zero = (ALU_out == 32'b0);
endmodule
File: flow/run.sh
#!/bin/bash
# OpenROAD 26Q1-2900-gdf79404cd8, Yosys 0.63+post, stock flow scripts
make -C /OpenROAD-flow-scripts/flow DESIGN_CONFIG=/design/flow/config.mk WORK_HOME=/design/flow/orfs finish
File: flow/config.mk
export PLATFORM = sky130hd
export DESIGN_NAME = alu
export DESIGN_NICKNAME = alu
export VERILOG_FILES = /design/flow/design.v
export SDC_FILE = /design/flow/constraint.sdc
export NUM_CORES = 4
export LEC_CHECK = 1
export CORE_UTILIZATION = 50
File: flow/constraint.sdc
current_design alu

set clk_period 14.7
set clk_io_pct 0.2

create_clock -name clk0 -period $clk_period

set non_clock_inputs [all_inputs -no_clocks]
set_input_delay [expr $clk_period * $clk_io_pct] -clock clk0 $non_clock_inputs
set_output_delay [expr $clk_period * $clk_io_pct] -clock clk0 [all_outputs]
==> impl_metrics.csv <==
group,metric,value,unit
run_status,status,"complete, no violations",
pwr,p_per_area,40.8,nW/um^2
floorplanning,num_rows,51,
yosys,synth_chip_area,9940,sq um
cts,cts_resized,0,
layout,drive_gt1_frac,0.104,
pwr,pwr-share-comb,1.000,
pwr,swShare,0.606,
global_routing,grt_pass1_vias,11100,
pwr,switchingPower,0.274,mW
global_routing,use_met1,0.665,
hold_path,min_path_type,"in2out",
timing,setup_viol_count_final,0,
timing,post-route-min-period,11.78,ns
timing,report.final.slew_viol_count,0,
timing,rsz0062_at_grt,"false",
pwr,p_total,0.452,mW
floorplanning,num_io_pins,103,
timing,relSlewSlack,0.353,
setup_path,worst_setup_path_end_kind,"output port",
run,drv_cap,0,
yosys,syn_area_per_cell,6.98,sq um
layout,post-route-util,0.569,
floorplanning,die_h,143,um
placement,place.gp.congestion,1.09,
yosys,syn-cell-area,9940,sq um
setup_path,crit_fanout,33,
yosys,yosysTopAreaCell,"ha_1",
pwr,clockPowerShare,0,
yosys,synthCells,1423,
placement,place_inst,1710,
cts,ctsHoldBuffers,0,
detailed_routing,viasPerCell,7.21,
global_routing,track_usage,0.475,
global_routing,grt_pass1_wl,70400,um
cts,cts_setup_buffers,0,
detailed_routing,ant_nets,0,
timing,timing.fmax,0.0849,GHz
pwr,ir_drop,0.0214,mV
timing,post-route-period-util,0.801,
detailed_routing,drt_iter0_drc,1673,
layout,n_sequential_cell,0,
detailed_routing,routed_wl,47700,um
global_routing,grt-ovfl-total,0,
placement,io_buffers,103,
layout,num-clock-buffers,0,
global_routing,grt_max_degree,61,
yosys,top_area_frac,0.122,
run,warnings,98,
setup_path,critical_path_class,"in2out",
detailed_routing,num_vias,12300,
timing,hold_slack,7.10,ns
yosys,ys_seq_frac,0,
yosys,ys_cells,1423,
pwr,power.leakage,4.54,nW
yosys,area_leaders,"ha_1 (12%), mux4_2 (11%), a21oi_1 (5.3%), nand2_1 (5.2%), mux2i_1 (5.0%)",
yosys,yosysWarnings,1,
layout,final_cells,1710,
global_routing,top_usage_layer,"met2",
layout,seq_area,0,sq um
setup_path,cp-startpoint,"data2[4]",
timing,totalNegativeSetupSlack,0,ns
detailed_routing,drt_first_pass_iters,6,
yosys,top_cell,"nand2_1",
yosys,synth.distinct_cells,83,
floorplanning,fp.dieArea,20400,sq um
setup_path,start_kind,"primary input",
pwr,pwr-share-seq,0,
global_routing,antenna_found_initial,0,
global_routing,gr-usage-met3,0.136,
detailed_routing,insertedDiodeCount,0,
pwr,p_int,0.178,mW
floorplanning,fp_util,0.511,
setup_path,crit_required,11.76,ns
floorplanning,core_region_area,19500,sq um
detailed_routing,drc_errors,0,
layout,area_delta_synth_final,11.4,%
yosys,synthTopCellsByCount,"nand2_1 (138), nor2_1 (133), a21oi_1 (106), inv_1 (102), ha_1 (97)",
global_routing,gr-usage-met2,0.676,
detailed_routing,wire_per_inst,27.9,um
setup_path,crit_path_end,"zero",
timing,hold_violations,0,
placement,dp_hpwl,37200,um
setup_path,arrival,8.84,ns
timing,worstMarginPinSlew,0.971,ns
floorplanning,die_w,143,um
[cell families (layout without fill, tap and decap cells)]
group                      Yosys count  after routing  synth area share
muxes                              130            130             0.198
AOI/OAI and AO/OA                  489            489             0.345
xor gates and xnor gates            14             14            0.0123
and+or+nand+nor                    475            475             0.231
buffers and inverters              216            238            0.0870
adders and majority gates           99             99             0.126
[cells in the final DEF, fill, tap and decap left out, drive strengths merged, types with 30 or more instances in the layout]
cell type and count:
nand2 138, nor2 133, a21oi 106, inv 102, clkdlybuf4s50 98, ha 97, o21ai 76, mux2i 50
mux4 50, nor3 40, buf 38, o211ai 30, mux2 30
[layer usage]
layer | wire (um) | up-vias
met3 | 6840 | 174
met1 | 18700 | 5712
met5 | 0 | -
met4 | 2590 | 0
li1 | - | 5479
met2 | 19600 | 963
[through the flow]
stage                     cell area, sq um  setup WS [ns]
final                                11100           2.92
after global placement               11100           3.18
after CTS                            11100           3.12
after detailed placement             11100           3.13
after global routing                 11100           2.76
after floorplan                       9940           4.09
[worst min-delay path by stage]
stage                        from         end  cells past startpoint
after CTS             alu_ctrl[3]  ALU_out[0]                      5
after global routing  alu_ctrl[2]  ALU_out[0]                      4
final                 alu_ctrl[3]  ALU_out[0]                      5
[power by group through the flow]
stage         logic (mW)  registers, mW  clock network, mW
CTS                0.435              0                  0
global route       0.478              0                  0
finish             0.452              0                  0
[critical path, stage by stage]
cell and delay [ns]:
clkdlybuf4s50_1 0.45, buf_4 0.34, inv_1 0.41, ha_1 0.52
a21o_1 0.19, a221oi_1 0.73, nor4_1 0.20, o21bai_1 0.66
nand3_1 0.15, a31oi_1 0.20, or4b_2 0.59, nor4_1 0.42
nand4b_1 0.22, nor4_2 0.30, clkdlybuf4s50_1 0.50
[final cells by class]
class / count / area [sq um]
multi-input combinational: 1207 / 9100
fill: 1881 / 8390
timing repair buffer: 136 / 1260
inverter: 102 / 383
tap: 265 / 332
Power is estimated from default activity; no workload was simulated.
